[flow/config.mk]
export PLATFORM = sky130hd
export DESIGN_NAME = IDStage
export DESIGN_NICKNAME = IDStage
export VERILOG_FILES = /design/flow/design.v
export SDC_FILE = /design/flow/constraint.sdc
export NUM_CORES = 4
export LEC_CHECK = 1
export CORE_AREA = 10 10 111 111
export DIE_AREA = 0 0 121 121
[flow/constraint.sdc]
current_design IDStage

set clk_period 2.8
set clk_io_pct 0.2

create_clock -name clk0 -period $clk_period

set non_clock_inputs [all_inputs -no_clocks]
set_input_delay [expr $clk_period * $clk_io_pct] -clock clk0 $non_clock_inputs
set_output_delay [expr $clk_period * $clk_io_pct] -clock clk0 [all_outputs]
[flow/design.v]
module controller (opCode, branchEn, EXE_CMD, Branch_command, Is_Imm, ST_or_BNE, WB_EN, MEM_R_EN, MEM_W_EN, hazard_detected);
  input hazard_detected;
  input [6-1:0] opCode;
  output reg branchEn;
  output reg [4-1:0] EXE_CMD;
  output reg [1:0] Branch_command;
  output reg Is_Imm, ST_or_BNE, WB_EN, MEM_R_EN, MEM_W_EN;
  always @ ( * ) begin
    if (hazard_detected == 0) begin
      {branchEn, EXE_CMD, Branch_command, Is_Imm, ST_or_BNE, WB_EN, MEM_R_EN, MEM_W_EN} <= 0;
      case (opCode)
        6'b000001: begin EXE_CMD <= 4'b0000; WB_EN <= 1; end
        6'b000011: begin EXE_CMD <= 4'b0010; WB_EN <= 1; end
        6'b000101: begin EXE_CMD <= 4'b0100; WB_EN <= 1; end
        6'b000110:  begin EXE_CMD <= 4'b0101;  WB_EN <= 1; end
        6'b101000: begin EXE_CMD <= 4'b1111; Is_Imm <= 1; Branch_command <= 2'b11; branchEn <= 1; end
        6'b101001: begin EXE_CMD <= 4'b1111; Is_Imm <= 1; Branch_command <= 2'b01; branchEn <= 1; ST_or_BNE <= 1; end
        6'b101010: begin EXE_CMD <= 4'b1111; Is_Imm <= 1; Branch_command <= 2'b10; branchEn <= 1; end
        default: {branchEn, EXE_CMD, Branch_command, Is_Imm, ST_or_BNE, WB_EN, MEM_R_EN, MEM_W_EN} <= 0;
      endcase
    end
    else if (hazard_detected ==  1) begin
      {EXE_CMD, WB_EN, MEM_W_EN} <= 0;
    end
  end
endmodule  
module signExtend (in, out);
  input [15:0] in;
  output [32-1:0] out;
  assign out = (in[15] == 1) ? {16'b1111111111111111, in} : {16'b0000000000000000, in};
endmodule  
module conditionChecker (reg1, reg2, cuBranchComm, brCond);
  input [32-1: 0] reg1, reg2;
  input [1:0] cuBranchComm;
  output reg brCond;
  always @ ( * ) begin
    case (cuBranchComm)
      2'b10: brCond <= 1;
      2'b11: brCond <= (reg1 == 0) ? 1 : 0;
      2'b01: brCond <= (reg1 != reg2) ? 1 : 0;
      default: brCond <= 0;
    endcase
  end
endmodule  
module muxy(in1, in2, sel, out);
	input[31:0] in1, in2;
	output[31:0] out;
	input sel;
	assign out = (sel == 0)? in1 : in2;
endmodule
module mux5inp(in1, in2, sel, out);
  input sel;
  input [4:0] in1, in2;
  output [4:0] out;
  assign out = (sel == 0) ? in1 : in2;
endmodule
module IDStage (clk, rst, hazard_detected_in, is_imm_out, ST_or_BNE_out, instruction, reg1, reg2, src1, src2_reg_file, src2_forw, val1, val2, brTaken, EXE_CMD, MEM_R_EN, MEM_W_EN, WB_EN, branch_comm);
  input clk, rst, hazard_detected_in;
  input [32-1:0] instruction, reg1, reg2;
  output brTaken, MEM_R_EN, MEM_W_EN, WB_EN, is_imm_out, ST_or_BNE_out;
  output [1:0] branch_comm;
  output [4-1:0] EXE_CMD;
  output [5-1:0] src1, src2_reg_file, src2_forw;
  output [32-1:0] val1, val2;
  wire CU2and, Cond2and;
  wire [1:0] CU2Cond;
  wire Is_Imm, ST_or_BNE;
  wire [32-1:0] signExt2Mux;
  controller controller(
    .opCode(instruction[31:26]),
    .branchEn(CU2and),
    .EXE_CMD(EXE_CMD),
    .Branch_command(CU2Cond),
    .Is_Imm(Is_Imm),
    .ST_or_BNE(ST_or_BNE),
    .WB_EN(WB_EN),
    .MEM_R_EN(MEM_R_EN),
    .MEM_W_EN(MEM_W_EN),
    .hazard_detected(hazard_detected_in)
  );
  mux5inp  mux_src2 (  
    .in1(instruction[15:11]),
    .in2(instruction[25:21]),
    .sel(ST_or_BNE),
    .out(src2_reg_file)
  );
  mux1 mux_val2 (  
    .in1(reg2),
    .in2(signExt2Mux),
    .sel(Is_Imm),
    .out(val2)
  );
  mux5inp mux_src2_forw (  
    .in1(instruction[15:11]),  
    .in2(5'd0),
    .sel(Is_Imm),
    .out(src2_forw)
  );
  signExtend signExtend(
    .in(instruction[15:0]),
    .out(signExt2Mux)
  );
  conditionChecker conditionChecker (
    .reg1(reg1),
    .reg2(reg2),
    .cuBranchComm(CU2Cond),
    .brCond(Cond2and)
  );
  assign brTaken = CU2and && Cond2and;
  assign val1 = reg1;
  assign src1 = instruction[20:16];
  assign is_imm_out = Is_Imm;
  assign ST_or_BNE_out = ST_or_BNE;
  assign branch_comm = CU2Cond;
endmodule  
module adder (in1, in2, out);
  input [32-1:0] in1, in2;
  output [32-1:0] out;
  assign out = in1 + in2;
endmodule  
module register (clk, rst, writeEn, regIn, regOut);
  input clk, rst, writeEn;
  input [32-1:0] regIn;
  output reg [32-1:0] regOut;
  always @ (posedge clk) begin
    if (rst == 1) regOut <= 0;
    else if (writeEn) regOut <= regIn;
  end
endmodule  
module instructionMem (rst, addr, instruction);
  input rst;
  input [32-1:0] addr;
  output [32-1:0] instruction;
  wire [$clog2(1024)-1:0] address = addr[$clog2(1024)-1:0];
  reg [8-1:0] instMem [0:1024-1];
  always @ (*) begin
  	if (rst) begin
        instMem[0] <= 8'b00001100;  
        instMem[1] <= 8'b01000001;
        instMem[2] <= 8'b00011000;
        instMem[3] <= 8'b00000000;
        instMem[4] <= 8'b00010101;  
        instMem[5] <= 8'b00000010;
        instMem[6] <= 8'b00101000;
        instMem[7] <= 8'b00000000;
        instMem[8] <= 8'b00011001;  
        instMem[9] <= 8'b00100110;
        instMem[10] <= 8'b00010000;
        instMem[11] <= 8'b00000000;
        instMem[12] <= 8'b00010100;  
        instMem[13] <= 8'b10100101;
        instMem[14] <= 8'b00110000;
        instMem[15] <= 8'b00000000;
        instMem[16] <= 8'b00001100;  
        instMem[17] <= 8'b10000011;
        instMem[18] <= 8'b00110000;
        instMem[19] <= 8'b00000000;
        instMem[20] <= 8'b10100000;  
        instMem[21] <= 8'b10100110;
        instMem[22] <= 8'b00000000;
        instMem[23] <= 8'b00000000;
        instMem[24] <= 8'b00000000;  
        instMem[25] <= 8'b00000000;
        instMem[26] <= 8'b00000000;
        instMem[27] <= 8'b00000000;
        instMem[28] <= 8'b00000000;  
        instMem[29] <= 8'b00000000;
        instMem[30] <= 8'b00000000;
        instMem[31] <= 8'b00000000;
        instMem[32] <= 8'b00000000;  
        instMem[33] <= 8'b00000000;
        instMem[34] <= 8'b00000000;
        instMem[35] <= 8'b00000000;
        instMem[36] <= 8'b00000000;  
        instMem[37] <= 8'b00000000;
        instMem[38] <= 8'b00000000;
        instMem[39] <= 8'b00000000;
        instMem[40] <= 8'b00000000;  
        instMem[41] <= 8'b00000000;
        instMem[42] <= 8'b00000000;
        instMem[43] <= 8'b00000000;
        instMem[44] <= 8'b00000000;  
        instMem[45] <= 8'b00000000;
        instMem[46] <= 8'b00000000;
        instMem[47] <= 8'b00000000;
        instMem[48] <= 8'b00000000;  
        instMem[49] <= 8'b00000000;
        instMem[50] <= 8'b00000000;
        instMem[51] <= 8'b00000000;
        instMem[52] <= 8'b00000000;  
        instMem[53] <= 8'b00000000;
        instMem[54] <= 8'b00000000;
        instMem[55] <= 8'b00000000;
        instMem[56] <= 8'b00000000;  
        instMem[57] <= 8'b00000000;
        instMem[58] <= 8'b00000000;
        instMem[59] <= 8'b00000000;
        instMem[60] <= 8'b00000000;  
        instMem[61] <= 8'b00000000;
        instMem[62] <= 8'b00000000;
        instMem[63] <= 8'b00000000;
        instMem[64] <= 8'b00000000;  
        instMem[65] <= 8'b00000000;
        instMem[66] <= 8'b00000000;
        instMem[67] <= 8'b00000000;
        instMem[68] <= 8'b00000000;  
        instMem[69] <= 8'b00000000;
        instMem[70] <= 8'b00000000;
        instMem[71] <= 8'b00000000;
        instMem[72] <= 8'b00000000;  
        instMem[73] <= 8'b00000000;
        instMem[74] <= 8'b00000000;
        instMem[75] <= 8'b00000000;
        instMem[76] <= 8'b00000000;  
        instMem[77] <= 8'b00000000;
        instMem[78] <= 8'b00000000;
        instMem[79] <= 8'b00000000;
        instMem[80] <= 8'b00000000;  
        instMem[81] <= 8'b00000000;
        instMem[82] <= 8'b00000000;
        instMem[83] <= 8'b00000000;
        instMem[84] <= 8'b00000000;  
        instMem[85] <= 8'b00000000;
        instMem[86] <= 8'b00000000;
        instMem[87] <= 8'b00000000;
        instMem[88] <= 8'b00000000;  
        instMem[89] <= 8'b00000000;
        instMem[90] <= 8'b00000000;
        instMem[91] <= 8'b00000000;
        instMem[92] <= 8'b00000000;  
        instMem[93] <= 8'b00000000;
        instMem[94] <= 8'b00000000;
        instMem[95] <= 8'b00000000;
        instMem[96] <= 8'b00000000;  
        instMem[97] <= 8'b00000000;
        instMem[98] <= 8'b00000000;
        instMem[99] <= 8'b00000000;
        instMem[100] <= 8'b00000000;  
        instMem[101] <= 8'b00000000;
        instMem[102] <= 8'b00000000;
        instMem[103] <= 8'b00000000;
        instMem[104] <= 8'b00000000;  
        instMem[105] <= 8'b00000000;
        instMem[106] <= 8'b00000000;
        instMem[107] <= 8'b00000000;
        instMem[108] <= 8'b00000000;  
        instMem[109] <= 8'b00000000;
        instMem[110] <= 8'b00000000;
        instMem[111] <= 8'b00000000;
        instMem[112] <= 8'b00000000;  
        instMem[113] <= 8'b00000000;
        instMem[114] <= 8'b00000000;
        instMem[115] <= 8'b00000000;
        instMem[116] <= 8'b00000000;  
        instMem[117] <= 8'b00000000;
        instMem[118] <= 8'b00000000;
        instMem[119] <= 8'b00000000;
        instMem[120] <= 8'b00000000;  
        instMem[121] <= 8'b00000000;
        instMem[122] <= 8'b00000000;
        instMem[123] <= 8'b00000000;
        instMem[124] <= 8'b00000000;  
        instMem[125] <= 8'b00000000;
        instMem[126] <= 8'b00000000;
        instMem[127] <= 8'b00000000;
        instMem[128] <= 8'b00000000;  
        instMem[129] <= 8'b00000000;
        instMem[130] <= 8'b00000000;
        instMem[131] <= 8'b00000000;
        instMem[132] <= 8'b00000000;  
        instMem[133] <= 8'b00000000;
        instMem[134] <= 8'b00000000;
        instMem[135] <= 8'b00000000;
        instMem[136] <= 8'b00000000;  
        instMem[137] <= 8'b00000000;
        instMem[138] <= 8'b00000000;
        instMem[139] <= 8'b00000000;
        instMem[140] <= 8'b00000000;  
        instMem[141] <= 8'b00000000;
        instMem[142] <= 8'b00000000;
        instMem[143] <= 8'b00000000;
        instMem[144] <= 8'b00000000;  
        instMem[145] <= 8'b00000000;
        instMem[146] <= 8'b00000000;
        instMem[147] <= 8'b00000000;
        instMem[148] <= 8'b00000000;  
        instMem[149] <= 8'b00000000;
        instMem[150] <= 8'b00000000;
        instMem[151] <= 8'b00000000;
        instMem[152] <= 8'b00000000;  
        instMem[153] <= 8'b00000000;
        instMem[154] <= 8'b00000000;
        instMem[155] <= 8'b00000000;
        instMem[156] <= 8'b00000000;  
        instMem[157] <= 8'b00000000;
        instMem[158] <= 8'b00000000;
        instMem[159] <= 8'b00000000;
        instMem[160] <= 8'b00000000;  
        instMem[161] <= 8'b00000000;
        instMem[162] <= 8'b00000000;
        instMem[163] <= 8'b00000000;
        instMem[164] <= 8'b00000000;  
        instMem[165] <= 8'b00000000;
        instMem[166] <= 8'b00000000;
        instMem[167] <= 8'b00000000;
        instMem[168] <= 8'b00000000;  
        instMem[169] <= 8'b00000000;
        instMem[170] <= 8'b00000000;
        instMem[171] <= 8'b00000000;
        instMem[172] <= 8'b00000000;  
        instMem[173] <= 8'b00000000;
        instMem[174] <= 8'b00000000;
        instMem[175] <= 8'b00000000;
        instMem[176] <= 8'b00000000;  
        instMem[177] <= 8'b00000000;
        instMem[178] <= 8'b00000000;
        instMem[179] <= 8'b00000000;
        instMem[180] <= 8'b00000000;  
        instMem[181] <= 8'b00000000;
        instMem[182] <= 8'b00000000;
        instMem[183] <= 8'b00000000;
        instMem[184] <= 8'b00000000;  
        instMem[185] <= 8'b00000000;
        instMem[186] <= 8'b00000000;
        instMem[187] <= 8'b00000000;
        instMem[188] <= 8'b00000000;  
        instMem[189] <= 8'b00000000;
        instMem[190] <= 8'b00000000;
        instMem[191] <= 8'b00000000;
        instMem[192] <= 8'b00000000;  
        instMem[193] <= 8'b00000000;
        instMem[194] <= 8'b00000000;
        instMem[195] <= 8'b00000000;
        instMem[196] <= 8'b00000000;  
        instMem[197] <= 8'b00000000;
        instMem[198] <= 8'b00000000;
        instMem[199] <= 8'b00000000;
        instMem[200] <= 8'b00000000;  
        instMem[201] <= 8'b00000000;
        instMem[202] <= 8'b00000000;
        instMem[203] <= 8'b00000000;
        instMem[204] <= 8'b00000000;  
        instMem[205] <= 8'b00000000;
        instMem[206] <= 8'b00000000;
        instMem[207] <= 8'b00000000;
        instMem[208] <= 8'b00000000;  
        instMem[209] <= 8'b00000000;
        instMem[210] <= 8'b00000000;
        instMem[211] <= 8'b00000000;
        instMem[212] <= 8'b00000000;  
        instMem[213] <= 8'b00000000;
        instMem[214] <= 8'b00000000;
        instMem[215] <= 8'b00000000;
        instMem[216] <= 8'b00000000;  
        instMem[217] <= 8'b00000000;
        instMem[218] <= 8'b00000000;
        instMem[219] <= 8'b00000000;
        instMem[220] <= 8'b00000000;  
        instMem[221] <= 8'b00000000;
        instMem[222] <= 8'b00000000;
        instMem[223] <= 8'b00000000;
        instMem[224] <= 8'b00000000;  
        instMem[225] <= 8'b00000000;
        instMem[226] <= 8'b00000000;
        instMem[227] <= 8'b00000000;
        instMem[228] <= 8'b00000000;  
        instMem[229] <= 8'b00000000;
        instMem[230] <= 8'b00000000;
        instMem[231] <= 8'b00000000;
        instMem[232] <= 8'b00000000;  
        instMem[233] <= 8'b00000000;
        instMem[234] <= 8'b00000000;
        instMem[235] <= 8'b00000000;
      end
    end
  assign instruction = {instMem[address], instMem[address + 1], instMem[address + 2], instMem[address + 3]};
endmodule  
module mux1(in1, in2, sel, out);
  input sel;
  input [32-1:0] in1, in2;
  output [32-1:0] out;
  assign out = (sel==0)? in1 : in2;
endmodule
module IFStage (clk, rst, brTaken, brOffset, freeze, PC, instruction);
  input clk, rst, brTaken, freeze;
  input [32-1:0] brOffset;
  output [32-1:0] PC, instruction;
  wire [32-1:0] adderIn1, adderOut, brOffserTimes4;
  mux1 adderInput (
    .in1(32'd4),
    .in2(brOffserTimes4),
    .sel(brTaken),
    .out(adderIn1)
  );
  adder add4 (
    .in1(adderIn1),
    .in2(PC),
    .out(adderOut)
  );
  register PCReg (
    .clk(clk),
    .rst(rst),
    .writeEn(~freeze),
    .regIn(adderOut),
    .regOut(PC)
  );
  instructionMem instructions (
    .rst(rst),
    .addr(PC),
    .instruction(instruction)
  );
  assign brOffserTimes4 = brOffset << 2;
endmodule  
[flow/run.sh]
#!/bin/bash
# OpenROAD 26Q1-2900-gdf79404cd8, Yosys 0.63+post, stock flow scripts
make -C /OpenROAD-flow-scripts/flow DESIGN_CONFIG=/design/flow/config.mk WORK_HOME=/design/flow/orfs finish
==> results.sh <==
# source this file to load flow results
export IMPL_p_comb_frac=0.985
export IMPL_die_x_um=121
export IMPL_post_cts_buffers=0
export IMPL_synth_edff_count=0
export IMPL_unclocked_pins=4
export IMPL_gp_congestion=0.8382
export IMPL_drv_cap=0
export IMPL_report_final_setup_viol=0
export IMPL_grtUsageTotal=0.09976
export IMPL_rows=36
export IMPL_num_antenna_cells=0
export IMPL_grt_pass1_vias=1983
export IMPL_grt_max_degree=24
export IMPL_n_fill_cell=1000
export IMPL_synthCells=186
export IMPL_die_y_um=121
export IMPL_ys_ff=4
export IMPL_p_per_area_nw_per_um2=125.0
export IMPL_hpwl_mm=7.102
export IMPL_synth_area_sq_um=1343
export IMPL_overflow=0
export IMPL_crit_fanout=3
export IMPL_synth_top_area_share=0.2181
export IMPL_coreArea_sq_um=9864
export IMPL_ys_cells=186
export IMPL_io_buffers=176
export IMPL_p_switching_w=0.0001311
export IMPL_antenna_found_initial=0
export IMPL_antenna_left=0
export IMPL_required_ns=2.24
export IMPL_ioPinCount=190
export IMPL_area_growth_synth_to_final_pct=147.2
export IMPL_finalInstanceArea_sq_um=3318
export IMPL_ys_warn_count=2
export IMPL_dieArea_sq_um=14640
export IMPL_viasPerCell=3.771
export IMPL_cp_start_kind="primary input"
export IMPL_first_pass_iters=3
export IMPL_cp_arrival_ns=2.13
export IMPL_synth_top_flop_cell="dlxtn_1"
export IMPL_drive_gt1_frac=0.1901
export IMPL_num_vias=1791
export IMPL_irDropWorstVdd_mv=0.04292
export IMPL_p_leak_nw=1.487
export IMPL_drt_wl_total_mm=8.153
export IMPL_yosys_area_top_type="buf_4"
export IMPL_status="complete, no violations"
export IMPL_swShare=0.3162
export IMPL_most_common_cell="buf_4"
export IMPL_initialDrtViolationCount=53
export IMPL_path_class="primary input to output port"
export IMPL_end_kind="output port"
export IMPL_cts_hold_buf=0
export IMPL_intPower_w=0.0002835
export IMPL_top_cells_by_count="39 x buf_4, 33 x xor2_1, 20 x mux2_2, 20 x o21ai_0, 18 x inv_1"
export IMPL_finalSetupTns_ns=0
export IMPL_power_frac_seq=0.015
export IMPL_tool_warnings=34
export IMPL_p_clk_frac=0
export IMPL_async_flop_share=0
export IMPL_route_detailed_drc=0
export IMPL_min_period_ns=2.694
export IMPL_final_hold_violation_count=0
export IMPL_placed_area_sq_um=3137
export IMPL_wl_per_cell_um=17.16
export IMPL_period_used=0.9622
export IMPL_unconstrained_endpoints=8
export IMPL_syn_avg_cell_area_sq_um=7.218
export IMPL_initCoreUtil=0.1361
export IMPL_synthTopCellsByArea="buf_4 22%, xor2_1 22%, mux2_2 17%"
export IMPL_hold_class="primary input to output port"
export IMPL_yosys_area_sq_um=1343
export IMPL_post_route_util=0.3364
export IMPL_grt_pass1_wl_mm=11.57
export IMPL_yosys_cell_types_count=24
export IMPL_slew_violations=0
export IMPL_fmax_mhz=371.2
placed cells by master (no fill, tap or decap), types with 6 or more instances in the layout:
cell type          n
inv_1             18
nor4_2             9
buf_4             24
nor4_1             6
mux2_2            20
clkdlybuf4s50_1  148
o21ai_0           18
dlymetal6s2s_1    22
xor2_1            30
critical path, cell delays in order:
cell and delay [ns]:
clkdlybuf4s50_1 0.45, or4_4 0.54, nor2_1 0.11, clkdlybuf4s50_1 0.47
path summary, 6_finish.rpt:
kind	from	endpoint	slack, ns	depth (start not counted)
setup / recovery	instruction[30]	WB_EN	0.11	4
hold / removal	instruction[16]	src1[0]	1.12	0
kinds of logic (layout without fill, tap and decap cells):
family / Yosys count / in the layout / synth area share
other cells: 1 / 2 / 0.002793
mux: 20 / 20 / 0.1678
latches: 4 / 4 / 0.04474
buf+inv: 63 / 218 / 0.2880
compound gates: 23 / 23 / 0.09133
xor+xnor: 34 / 34 / 0.2218
simple gates: 41 / 41 / 0.1836
repair_timing:
| action | in CTS | in global routing |
|---|---|---|
| pin swaps | 7 | 13 |
| gates resized | 14 | 37 |
| endpoints found under the hold margin | 0 | 0 |
| endpoints found under the setup margin | 18 | 5 |
through the flow:
stage	setup slack (ns)	hold WS, ns	instances	total power (W)
detailed placement	-0.3904	1.120	475	0.0004074
finish	0.1058	1.120	475	0.0004147
global placement	-0.4174	1.120	475	0.0004079
floorplan	1.022	1.156	187	0.0001063
CTS	0.004009	1.120	475	0.0004119
global route	-0.0005376	1.120	475	0.0004508
registers in the layout, indices dropped and copies added (netlist names):
signal,count
controller.ST_or_BNE,1
controller.Is_Imm,1
controller.Branch_command,2
power by group through the flow:
stage | sequential, W | combinational [W] | clock (W)
after CTS | 0.00000641 | 0.000406 | 0
after global routing | 0.00000671 | 0.000444 | 0
final | 0.00000612 | 0.000409 | 0
final cells by class:
class | count | area (sq um) | share of cell area
flip-flops and latches | 4 | 61.31 | 0.01848
multi-input cells | 120 | 1031 | 0.3107
well taps | 133 | 166.4 | 0.05015
repair buffers | 200 | 1992 | 0.6003
inverters | 18 | 67.56 | 0.02036
per-layer routing:
layer / up-vias / global-route usage / wire (um)
met2: 93 / 0.1765 / 3931
met5: - / 0 / 0
met3: 0 / 0.03118 / 834
li1: 905 / - / -
met1: 793 / 0.1226 / 3388
met4: 0 / 0 / 0
Power figures rest on the tool's default switching activity, not on a simulated workload.

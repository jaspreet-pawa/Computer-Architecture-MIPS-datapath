===== design/flow/config.mk =====
export PLATFORM = sky130hd
export DESIGN_NAME = IFStage
export DESIGN_NICKNAME = IFStage
export VERILOG_FILES = /design/flow/design.v
export SDC_FILE = /design/flow/constraint.sdc
export NUM_CORES = 4
export LEC_CHECK = 1
export CORE_UTILIZATION = 40

===== design/flow/constraint.sdc =====
current_design IFStage

set clk_period 10.2
set clk_io_pct 0.2

create_clock -name clk0 -period $clk_period [get_ports {clk}]

set non_clock_inputs [all_inputs -no_clocks]
set_input_delay [expr $clk_period * $clk_io_pct] -clock clk0 $non_clock_inputs
set_output_delay [expr $clk_period * $clk_io_pct] -clock clk0 [all_outputs]

===== design/flow/design.v =====
module adder (in1, in2, out);
  input [32-1:0] in1, in2;
  output [32-1:0] out;
  assign out = in1 + in2;
endmodule  
module register (clk, rst, writeEn, regIn, regOut);
  input clk, rst, writeEn;
  input [32-1:0] regIn;
  output reg [32-1:0] regOut;
  always @ (posedge clk) begin
    if (rst == 1) regOut <= 0;
    else if (writeEn) regOut <= regIn;
  end
endmodule  
module instructionMem (rst, addr, instruction);
  input rst;
  input [32-1:0] addr;
  output [32-1:0] instruction;
  wire [$clog2(1024)-1:0] address = addr[$clog2(1024)-1:0];
  reg [8-1:0] instMem [0:1024-1];
  always @ (*) begin
  	if (rst) begin
        instMem[0] <= 8'b00001100;  
        instMem[1] <= 8'b01000001;
        instMem[2] <= 8'b00011000;
        instMem[3] <= 8'b00000000;
        instMem[4] <= 8'b00010101;  
        instMem[5] <= 8'b00000010;
        instMem[6] <= 8'b00101000;
        instMem[7] <= 8'b00000000;
        instMem[8] <= 8'b00011001;  
        instMem[9] <= 8'b00100110;
        instMem[10] <= 8'b00010000;
        instMem[11] <= 8'b00000000;
        instMem[12] <= 8'b00010100;  
        instMem[13] <= 8'b10100101;
        instMem[14] <= 8'b00110000;
        instMem[15] <= 8'b00000000;
        instMem[16] <= 8'b00001100;  
        instMem[17] <= 8'b10000011;
        instMem[18] <= 8'b00110000;
        instMem[19] <= 8'b00000000;
        instMem[20] <= 8'b10100000;  
        instMem[21] <= 8'b10100110;
        instMem[22] <= 8'b00000000;
        instMem[23] <= 8'b00000000;
        instMem[24] <= 8'b00000000;  
        instMem[25] <= 8'b00000000;
        instMem[26] <= 8'b00000000;
        instMem[27] <= 8'b00000000;
        instMem[28] <= 8'b00000000;  
        instMem[29] <= 8'b00000000;
        instMem[30] <= 8'b00000000;
        instMem[31] <= 8'b00000000;
        instMem[32] <= 8'b00000000;  
        instMem[33] <= 8'b00000000;
        instMem[34] <= 8'b00000000;
        instMem[35] <= 8'b00000000;
        instMem[36] <= 8'b00000000;  
        instMem[37] <= 8'b00000000;
        instMem[38] <= 8'b00000000;
        instMem[39] <= 8'b00000000;
        instMem[40] <= 8'b00000000;  
        instMem[41] <= 8'b00000000;
        instMem[42] <= 8'b00000000;
        instMem[43] <= 8'b00000000;
        instMem[44] <= 8'b00000000;  
        instMem[45] <= 8'b00000000;
        instMem[46] <= 8'b00000000;
        instMem[47] <= 8'b00000000;
        instMem[48] <= 8'b00000000;  
        instMem[49] <= 8'b00000000;
        instMem[50] <= 8'b00000000;
        instMem[51] <= 8'b00000000;
        instMem[52] <= 8'b00000000;  
        instMem[53] <= 8'b00000000;
        instMem[54] <= 8'b00000000;
        instMem[55] <= 8'b00000000;
        instMem[56] <= 8'b00000000;  
        instMem[57] <= 8'b00000000;
        instMem[58] <= 8'b00000000;
        instMem[59] <= 8'b00000000;
        instMem[60] <= 8'b00000000;  
        instMem[61] <= 8'b00000000;
        instMem[62] <= 8'b00000000;
        instMem[63] <= 8'b00000000;
        instMem[64] <= 8'b00000000;  
        instMem[65] <= 8'b00000000;
        instMem[66] <= 8'b00000000;
        instMem[67] <= 8'b00000000;
        instMem[68] <= 8'b00000000;  
        instMem[69] <= 8'b00000000;
        instMem[70] <= 8'b00000000;
        instMem[71] <= 8'b00000000;
        instMem[72] <= 8'b00000000;  
        instMem[73] <= 8'b00000000;
        instMem[74] <= 8'b00000000;
        instMem[75] <= 8'b00000000;
        instMem[76] <= 8'b00000000;  
        instMem[77] <= 8'b00000000;
        instMem[78] <= 8'b00000000;
        instMem[79] <= 8'b00000000;
        instMem[80] <= 8'b00000000;  
        instMem[81] <= 8'b00000000;
        instMem[82] <= 8'b00000000;
        instMem[83] <= 8'b00000000;
        instMem[84] <= 8'b00000000;  
        instMem[85] <= 8'b00000000;
        instMem[86] <= 8'b00000000;
        instMem[87] <= 8'b00000000;
        instMem[88] <= 8'b00000000;  
        instMem[89] <= 8'b00000000;
        instMem[90] <= 8'b00000000;
        instMem[91] <= 8'b00000000;
        instMem[92] <= 8'b00000000;  
        instMem[93] <= 8'b00000000;
        instMem[94] <= 8'b00000000;
        instMem[95] <= 8'b00000000;
        instMem[96] <= 8'b00000000;  
        instMem[97] <= 8'b00000000;
        instMem[98] <= 8'b00000000;
        instMem[99] <= 8'b00000000;
        instMem[100] <= 8'b00000000;  
        instMem[101] <= 8'b00000000;
        instMem[102] <= 8'b00000000;
        instMem[103] <= 8'b00000000;
        instMem[104] <= 8'b00000000;  
        instMem[105] <= 8'b00000000;
        instMem[106] <= 8'b00000000;
        instMem[107] <= 8'b00000000;
        instMem[108] <= 8'b00000000;  
        instMem[109] <= 8'b00000000;
        instMem[110] <= 8'b00000000;
        instMem[111] <= 8'b00000000;
        instMem[112] <= 8'b00000000;  
        instMem[113] <= 8'b00000000;
        instMem[114] <= 8'b00000000;
        instMem[115] <= 8'b00000000;
        instMem[116] <= 8'b00000000;  
        instMem[117] <= 8'b00000000;
        instMem[118] <= 8'b00000000;
        instMem[119] <= 8'b00000000;
        instMem[120] <= 8'b00000000;  
        instMem[121] <= 8'b00000000;
        instMem[122] <= 8'b00000000;
        instMem[123] <= 8'b00000000;
        instMem[124] <= 8'b00000000;  
        instMem[125] <= 8'b00000000;
        instMem[126] <= 8'b00000000;
        instMem[127] <= 8'b00000000;
        instMem[128] <= 8'b00000000;  
        instMem[129] <= 8'b00000000;
        instMem[130] <= 8'b00000000;
        instMem[131] <= 8'b00000000;
        instMem[132] <= 8'b00000000;  
        instMem[133] <= 8'b00000000;
        instMem[134] <= 8'b00000000;
        instMem[135] <= 8'b00000000;
        instMem[136] <= 8'b00000000;  
        instMem[137] <= 8'b00000000;
        instMem[138] <= 8'b00000000;
        instMem[139] <= 8'b00000000;
        instMem[140] <= 8'b00000000;  
        instMem[141] <= 8'b00000000;
        instMem[142] <= 8'b00000000;
        instMem[143] <= 8'b00000000;
        instMem[144] <= 8'b00000000;  
        instMem[145] <= 8'b00000000;
        instMem[146] <= 8'b00000000;
        instMem[147] <= 8'b00000000;
        instMem[148] <= 8'b00000000;  
        instMem[149] <= 8'b00000000;
        instMem[150] <= 8'b00000000;
        instMem[151] <= 8'b00000000;
        instMem[152] <= 8'b00000000;  
        instMem[153] <= 8'b00000000;
        instMem[154] <= 8'b00000000;
        instMem[155] <= 8'b00000000;
        instMem[156] <= 8'b00000000;  
        instMem[157] <= 8'b00000000;
        instMem[158] <= 8'b00000000;
        instMem[159] <= 8'b00000000;
        instMem[160] <= 8'b00000000;  
        instMem[161] <= 8'b00000000;
        instMem[162] <= 8'b00000000;
        instMem[163] <= 8'b00000000;
        instMem[164] <= 8'b00000000;  
        instMem[165] <= 8'b00000000;
        instMem[166] <= 8'b00000000;
        instMem[167] <= 8'b00000000;
        instMem[168] <= 8'b00000000;  
        instMem[169] <= 8'b00000000;
        instMem[170] <= 8'b00000000;
        instMem[171] <= 8'b00000000;
        instMem[172] <= 8'b00000000;  
        instMem[173] <= 8'b00000000;
        instMem[174] <= 8'b00000000;
        instMem[175] <= 8'b00000000;
        instMem[176] <= 8'b00000000;  
        instMem[177] <= 8'b00000000;
        instMem[178] <= 8'b00000000;
        instMem[179] <= 8'b00000000;
        instMem[180] <= 8'b00000000;  
        instMem[181] <= 8'b00000000;
        instMem[182] <= 8'b00000000;
        instMem[183] <= 8'b00000000;
        instMem[184] <= 8'b00000000;  
        instMem[185] <= 8'b00000000;
        instMem[186] <= 8'b00000000;
        instMem[187] <= 8'b00000000;
        instMem[188] <= 8'b00000000;  
        instMem[189] <= 8'b00000000;
        instMem[190] <= 8'b00000000;
        instMem[191] <= 8'b00000000;
        instMem[192] <= 8'b00000000;  
        instMem[193] <= 8'b00000000;
        instMem[194] <= 8'b00000000;
        instMem[195] <= 8'b00000000;
        instMem[196] <= 8'b00000000;  
        instMem[197] <= 8'b00000000;
        instMem[198] <= 8'b00000000;
        instMem[199] <= 8'b00000000;
        instMem[200] <= 8'b00000000;  
        instMem[201] <= 8'b00000000;
        instMem[202] <= 8'b00000000;
        instMem[203] <= 8'b00000000;
        instMem[204] <= 8'b00000000;  
        instMem[205] <= 8'b00000000;
        instMem[206] <= 8'b00000000;
        instMem[207] <= 8'b00000000;
        instMem[208] <= 8'b00000000;  
        instMem[209] <= 8'b00000000;
        instMem[210] <= 8'b00000000;
        instMem[211] <= 8'b00000000;
        instMem[212] <= 8'b00000000;  
        instMem[213] <= 8'b00000000;
        instMem[214] <= 8'b00000000;
        instMem[215] <= 8'b00000000;
        instMem[216] <= 8'b00000000;  
        instMem[217] <= 8'b00000000;
        instMem[218] <= 8'b00000000;
        instMem[219] <= 8'b00000000;
        instMem[220] <= 8'b00000000;  
        instMem[221] <= 8'b00000000;
        instMem[222] <= 8'b00000000;
        instMem[223] <= 8'b00000000;
        instMem[224] <= 8'b00000000;  
        instMem[225] <= 8'b00000000;
        instMem[226] <= 8'b00000000;
        instMem[227] <= 8'b00000000;
        instMem[228] <= 8'b00000000;  
        instMem[229] <= 8'b00000000;
        instMem[230] <= 8'b00000000;
        instMem[231] <= 8'b00000000;
        instMem[232] <= 8'b00000000;  
        instMem[233] <= 8'b00000000;
        instMem[234] <= 8'b00000000;
        instMem[235] <= 8'b00000000;
      end
    end
  assign instruction = {instMem[address], instMem[address + 1], instMem[address + 2], instMem[address + 3]};
endmodule  
module mux1(in1, in2, sel, out);
  input sel;
  input [32-1:0] in1, in2;
  output [32-1:0] out;
  assign out = (sel==0)? in1 : in2;
endmodule
module IFStage (clk, rst, brTaken, brOffset, freeze, PC, instruction);
  input clk, rst, brTaken, freeze;
  input [32-1:0] brOffset;
  output [32-1:0] PC, instruction;
  wire [32-1:0] adderIn1, adderOut, brOffserTimes4;
  mux1 adderInput (
    .in1(32'd4),
    .in2(brOffserTimes4),
    .sel(brTaken),
    .out(adderIn1)
  );
  adder add4 (
    .in1(adderIn1),
    .in2(PC),
    .out(adderOut)
  );
  register PCReg (
    .clk(clk),
    .rst(rst),
    .writeEn(~freeze),
    .regIn(adderOut),
    .regOut(PC)
  );
  instructionMem instructions (
    .rst(rst),
    .addr(PC),
    .instruction(instruction)
  );
  assign brOffserTimes4 = brOffset << 2;
endmodule  

===== design/flow/run.sh =====
#!/bin/bash
# OpenROAD 26Q1-2900-gdf79404cd8, Yosys 0.63+post, stock flow scripts
make -C /OpenROAD-flow-scripts/flow DESIGN_CONFIG=/design/flow/config.mk WORK_HOME=/design/flow/orfs finish

==> out/qor.txt <==
status = complete, no violations
Period minus WS final = 5210 ps
CTS resizes = 0
Max Cap Viol = 0
non-filler cells, final = 600
first-pass GRT wire length = 13,300 microns
Placed Cells = 593
headroom to the max-slew limit = 0.636
worst r2r src = PCReg.regOut[2]$_SDFFE_PP0N_
filler instances = 765
Hold Path Class = register to register
Routed Antenna Nets = 0
Setup Buffers After CTS = 0
Slew Limit Fails = 0
Arrival @ worst endpoint = 5410 ps
GRT Total Usage = 0.193
syn avg cell area = 7.46 sq um
share of layout cells above drive strength 1 = 0.0442
Synth cell types = 66
Max Clk Rate = 192 MHz
Worst Skew = 3.01 ps
grt total ovfl = 0
Clk pin slew, worst setup/hold paths = 70 ps
area grow syn2layout = 26.9%
final period utilization = 0.511
Most common reg cell = dfxtp_1
VDD IR max = 0.0537 mV
Routed WL = 8130 microns
Hold Vio Cnt, Final = 0
hold path startpoint = PCReg.regOut[11]$_SDFFE_PP0N_
maximum number of pins on one net before global-route repair = 39
die height = 92.0 microns
Root Driver = clkbuf_8
RSZ-0062 raised after global routing = no
# DRC = 0
worst-margin pin slew = 540 ps
number of diodes = 0
Cells after Synth = 435
EDFF count, synth = 0
number of global-route vias before repair = 2,769
Setup Crit Path Kind = input pin to register
buffers added on ports = 83
Leak = 1.82 nW
Iter 0 DRT Violations = 95
I/O pins = 100
mapped cell area = 3240 sq um
chip area = 8470 sq um
Detailed Place HPWL = 5990 microns
die width = 92.0 microns
CTS tree = built
Yosys warnings = 6,307
core area = 7770 sq um
Top reg by flops = PCReg.regOut
clk buf depth = 2
worst setup path startpoint = brTaken
# Cells Yosys = 435
Largest register FFs = 30
tool warnings = 27
CTS buffer count = 5
via count = 3,216
startpoint class of the critical path = input pin
ys async rst share = 0
post-layout util = 0.530
CP Capture Type = register
synthesis area per yosys = 3240 sq um
# rows = 32
CTS sink cnt = 30
clk latency of the worst-skew pair = 280 ps
GPL Wtd Cong = 0.909
crit path max fanout = 30
initial antenna violation count = 0
vias per cell = 5.36
register area share after synthesis = 0.185
cts hold-fix bufs = 0
R2R setup slack = 7080 ps
Fin Setup TNS = 0 ps
biggest regs = PCReg.regOut: 30 flops
Worst Path Required = 10,400 ps
wire length per cell = 13.6 microns
TritonRoute pass-1 iters = 4
final setup fails = 0
Synth flops = 30
FP Util = 0.418
Cell Pwr Density = 99.5 nW/um^2
H-tree Lvls = 2
per-layer routing:
layer / global-route usage / share of wire
met5: 0 / 0
met1: 0.297 / 0.51
met4: 0.0195 / 0.011
met2: 0.302 / 0.43
met3: 0.0245 / 0.049
synth_stat cells (2+ instances only):
cell type / number / area, sq um
o31ai_1: 2 / 15.0
nor2_1: 49 / 184
nand2b_1: 3 / 18.8
and2_1: 31 / 194
mux2i_1: 8 / 80.1
inv_1: 7 / 26.3
xnor2_1: 12 / 105
clkbuf_1: 15 / 56.3
a211o_1: 2 / 17.5
a211oi_1: 15 / 113
ha_1: 29 / 363
a31o_2: 2 / 17.5
a31oi_1: 4 / 25.0
dfxtp_1: 30 / 601
nand4_1: 5 / 31.3
buf_4: 18 / 135
o21bai_1: 2 / 15.0
o211a_1: 2 / 20.0
o2bb2ai_1: 2 / 17.5
o21ai_2: 2 / 17.5
buf_1: 5 / 18.8
xor2_1: 7 / 61.3
nand3_1: 9 / 45.0
a21oi_1: 38 / 190
a21o_1: 20 / 150
o211ai_1: 5 / 37.5
o21ai_0: 11 / 55.1
a211oi_2: 2 / 25.0
nor2b_1: 5 / 31.3
nand2_1: 30 / 113
and4_1: 3 / 26.3
o21ai_1: 4 / 20.0
nor3_1: 16 / 80.1
o21a_1: 4 / 30.0
buf_2: 5 / 25.0
critical path, cell delays in order:
cell,delay (ps)
clkdlybuf4s50_1,460
buf_4,270
nand2b_1,100
ha_1,240
fa_1,440
a211oi_1,310
o211ai_1,230
a22o_1,310
o21ai_2,210
o21ai_2,140
a211oi_1,320
xor2_1,120
a211oi_1,230
power breakdown:
group	switching [mW]	internal, mW
registers	0.0119	0.127
logic	0.0769	0.0996
clock network	0.0468	0.0470
layout by cell type, fill, tap and decap left out, types with 3 or more instances in the layout:
master,instances
nand2b_1,3
a21oi_1,38
nor3_1,16
clkbuf_8,5
o211ai_1,5
clkdlybuf4s50_1,83
and4_1,3
inv_1,7
a31oi_1,4
a211oi_1,15
nor2_1,49
and2_1,31
o21a_1,4
conb_1,14
a21o_1,20
nand2_1,30
xnor2_1,12
o21ai_0,11
nand4_1,5
ha_1,29
mux2i_1,8
nor2b_1,5
o21ai_1,4
xor2_1,7
buf_4,3
nand3_1,9
dfxtp_1,30
cell type report:
| cell class | instances | area, sq um | area share |
|---|---|---|---|
| clock buffer | 7 | 76.3 | 0.0186 |
| sequential | 30 | 601 | 0.146 |
| timing repair buffer | 86 | 853 | 0.207 |
| tap | 102 | 128 | 0.0310 |
| multi-input combinational | 367 | 2430 | 0.590 |
| inverter | 8 | 30.0 | 0.00730 |
kinds of logic (layout without fill, tap and decap cells):
group / after synthesis / after routing / synth area share
AND-OR/OR-AND: 133 / 133 / 0.283
XOR/XNOR: 19 / 19 / 0.0513
adder cells (fa/ha/maj): 30 / 30 / 0.118
buffers and inverters: 51 / 101 / 0.0818
flip-flops: 30 / 30 / 0.185
multiplexers: 10 / 10 / 0.0328
other: 1 / 14 / 0.00116
AND/OR/NAND/NOR: 161 / 161 / 0.247
worst paths after layout:
path | depth (start not counted) | endpoint
max | 13 | PCReg.regOut[26]$_SDFFE_PP0N_
min | 2 | PCReg.regOut[11]$_SDFFE_PP0N_
max reg2reg | 10 | PCReg.regOut[26]$_SDFFE_PP0N_
min reg2reg | 2 | PCReg.regOut[11]$_SDFFE_PP0N_
metrics by stage:
step                power [mW]  cell area (sq um)  hold WS, ps  setup WS (ps)
detailed placement       0.318               4040          480           4670
finish                   0.409               4110          488           4990
CTS                      0.416               4110          489           4950
global placement         0.317               4040          474           4670
floorplan                0.245               3290          445           5590
global route             0.443               4110          506           4720
Power figures rest on the tool's default switching activity, not on a simulated workload.

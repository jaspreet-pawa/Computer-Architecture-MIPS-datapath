[./config.mk]
export PLATFORM = sky130hd
export DESIGN_NAME = EXEStage
export DESIGN_NICKNAME = EXEStage
export VERILOG_FILES = /design/flow/design.v
export SDC_FILE = /design/flow/constraint.sdc
export NUM_CORES = 4
export LEC_CHECK = 1
export CORE_UTILIZATION = 30
[./constraint.sdc]
current_design EXEStage

set clk_period 21.8
set clk_io_pct 0.2

create_clock -name clk0 -period $clk_period

set non_clock_inputs [all_inputs -no_clocks]
set_input_delay [expr $clk_period * $clk_io_pct] -clock clk0 $non_clock_inputs
set_output_delay [expr $clk_period * $clk_io_pct] -clock clk0 [all_outputs]
[./design.v]
module ALU (val1, val2, EXE_CMD, aluOut);
  input [32-1:0] val1, val2;
  input [4-1:0] EXE_CMD;
  output reg [32-1:0] aluOut;
  always @ ( * ) begin
    case (EXE_CMD)
      4'b0000: aluOut <= val1 + val2;
      4'b0010: aluOut <= val1 - val2;
      4'b0100: aluOut <= val1 & val2;
      4'b0101: aluOut <= val1 | val2;
      default: aluOut <= 0;
    endcase
  end
endmodule  
module mux_3input(in1, in2, in3, sel, out);
  input [32-1:0] in1, in2, in3;
  input [1:0] sel;
  output [32-1:0] out;
  assign out = (sel == 2'd0) ? in1 : (sel == 2'd1) ? in2 : in3;
endmodule
module EXEStage (clk, EXE_CMD, val1_sel, val2_sel, ST_val_sel, val1, val2, ALU_res_MEM, result_WB, ST_value_in, ALUResult, ST_value_out);
  input clk;
  input [2-1:0] val1_sel, val2_sel, ST_val_sel;
  input [4-1:0] EXE_CMD;
  input [32-1:0] val1, val2, ALU_res_MEM, result_WB, ST_value_in;
  output [32-1:0] ALUResult, ST_value_out;
  wire [32-1:0] ALU_val1, ALU_val2;
  mux_3input mux_val1 (
    .in1(val1),
    .in2(ALU_res_MEM),
    .in3(result_WB),
    .sel(val1_sel),
    .out(ALU_val1)
  );
  mux_3input mux_val2 (
    .in1(val2),
    .in2(ALU_res_MEM),
    .in3(result_WB),
    .sel(val2_sel),
    .out(ALU_val2)
  );
  mux_3input mux_ST_value (
    .in1(ST_value_in),
    .in2(ALU_res_MEM),
    .in3(result_WB),
    .sel(ST_val_sel),
    .out(ST_value_out)
  );
  ALU ALU(
    .val1(ALU_val1),
    .val2(ALU_val2),
    .EXE_CMD(EXE_CMD),
    .aluOut(ALUResult)
  );
endmodule  
[./run.sh]
#!/bin/bash
# OpenROAD 26Q1-2900-gdf79404cd8, Yosys 0.63+post, stock flow scripts
make -C /OpenROAD-flow-scripts/flow DESIGN_CONFIG=/design/flow/config.mk WORK_HOME=/design/flow/orfs finish
==> impl_metrics.prom <==
# HELP chip_impl_metric Metrics from one implementation run
# TYPE chip_impl_metric gauge
chip_impl_metric{name="grt_use_met3",unit="%"} 3.49
chip_impl_metric{name="holdBufCountCts",unit=""} 0
chip_impl_metric{name="timing.critical_path.arrival",unit="ns"} 10.00
chip_impl_metric{name="core_area",unit="µm²"} 16500
chip_impl_metric{name="global_route.overflow_total",unit=""} 0
chip_impl_info{name="hold_class",value="in2out"} 1
chip_impl_metric{name="route.final.wire_length",unit="µm"} 20300
chip_impl_metric{name="avgViaCountPerCell",unit=""} 5.25
chip_impl_info{name="timing.critical_path.from",value="val2_sel[0]"} 1
chip_impl_metric{name="ys_cells",unit=""} 767
chip_impl_info{name="crit_type",value="in2out"} 1
chip_impl_metric{name="ant_nets",unit=""} 0
chip_impl_metric{name="clock_buffer_count",unit=""} 0
chip_impl_metric{name="max_clock_freq",unit="MHz"} 69.6
chip_impl_metric{name="post-route-period-util",unit="%"} 65.9
chip_impl_metric{name="rows",unit=""} 47
chip_impl_metric{name="final-max-slew-violation-count",unit=""} 0
chip_impl_metric{name="antenna_found_initial",unit=""} 0
chip_impl_metric{name="relSlewSlack",unit="%"} 38.8
chip_impl_metric{name="power_per_cell_area",unit="nW/µm²"} 30.2
chip_impl_metric{name="pin_count_of_the_biggest_net_entering_global_routing",unit=""} 67
chip_impl_metric{name="yosys-stat-area",unit="µm²"} 5060
chip_impl_metric{name="floorplan.die_area",unit="µm²"} 17400
chip_impl_metric{name="layout-area-overhead-vs-synth",unit="%"} 48.1
chip_impl_metric{name="post_synth_num_cell_types",unit=""} 69
chip_impl_metric{name="flops",unit=""} 0
chip_impl_metric{name="core_util_floorplan",unit="%"} 30.6
chip_impl_metric{name="postCtsResizedCells",unit=""} 0
chip_impl_metric{name="num_vias",unit=""} 6200
chip_impl_info{name="globalRoute.busiestLayer",value="met2"} 1
chip_impl_metric{name="syn-instance-count",unit=""} 767
chip_impl_metric{name="io_buffers",unit=""} 234
chip_impl_metric{name="worst_ir_drop_vdd",unit="µV"} 12.8
chip_impl_info{name="setup.worst_path.start_class",value="primary input"} 1
chip_impl_metric{name="setup-tns-final",unit="ns"} 0
chip_impl_metric{name="drive_above_1_share",unit="%"} 3.85
chip_impl_metric{name="final-setup-viol-count",unit=""} 0
chip_impl_metric{name="first_global_vias",unit=""} 6096
chip_impl_metric{name="grt_pass1_wl",unit="µm"} 32600
chip_impl_metric{name="ff_latch_area",unit="µm²"} 0
chip_impl_metric{name="avgRoutedWirePerCell",unit="µm"} 17.2
chip_impl_metric{name="drc",unit=""} 0
chip_impl_metric{name="n_antenna_cell",unit=""} 0
chip_impl_metric{name="mappedNetlistArea",unit="µm²"} 5060
chip_impl_metric{name="gp_congestion",unit=""} 0.901
chip_impl_info{name="status",value="finished clean"} 1
chip_impl_info{name="end_kind",value="output pin"} 1
chip_impl_metric{name="report.final.hold_viol_count",unit=""} 0
chip_impl_metric{name="p_leak",unit="µW"} 0.00314
chip_impl_metric{name="total_number_of_warnings_across_the_stage_logs",unit=""} 36
chip_impl_metric{name="die-width",unit="µm"} 132
chip_impl_metric{name="p_total",unit="µW"} 226
chip_impl_info{name="critical_path.endpoint",value="ALUResult[31]"} 1
chip_impl_metric{name="post-cts-setup-buffers",unit=""} 0
chip_impl_metric{name="gr-usage-met2",unit="%"} 42.3
chip_impl_metric{name="globalRouteMet1Util",unit="%"} 30.0
chip_impl_metric{name="drt-initial-drc-count",unit=""} 292
chip_impl_metric{name="total_routing_usage_gr",unit="%"} 23.7
chip_impl_info{name="rsz0062_at_grt",value="false"} 1
chip_impl_metric{name="synth.avg_cell_area",unit="µm²"} 6.60
chip_impl_metric{name="yosysSeqAreaShare",unit="%"} 0
chip_impl_metric{name="required",unit="ns"} 17.44
chip_impl_metric{name="yosys_warnings",unit=""} 1
chip_impl_metric{name="die_y",unit="µm"} 132
chip_impl_metric{name="whs_path_depth",unit=""} 4
chip_impl_metric{name="worst_pin_slew",unit="ns"} 0.906
chip_impl_metric{name="worstPathMaxFanout",unit=""} 32
chip_impl_metric{name="drtPass1Iterations",unit=""} 5
chip_impl_metric{name="timing.final.crit_period",unit="ns"} 14.36
chip_impl_metric{name="maxCapViolCount",unit=""} 0
chip_impl_metric{name="hpwl",unit="µm"} 16200
chip_impl_metric{name="floorplan.io_pins",unit=""} 235
[worst max-delay path, cell delays in order]
cell and delay, ns:
sky130_fd_sc_hd__buf_2 0.08, sky130_fd_sc_hd__buf_4 0.47, sky130_fd_sc_hd__mux2i_1 0.30, sky130_fd_sc_hd__o21ai_1 0.21, sky130_fd_sc_hd__nor4_4 0.45, sky130_fd_sc_hd__nand3_2 0.31, sky130_fd_sc_hd__nor4_1 0.36, sky130_fd_sc_hd__inv_1 0.08
sky130_fd_sc_hd__o21ai_1 0.15, sky130_fd_sc_hd__xor2_1 0.10, sky130_fd_sc_hd__ha_1 0.45, sky130_fd_sc_hd__nand3_1 0.23, sky130_fd_sc_hd__nor3_1 0.37, sky130_fd_sc_hd__o311a_1 0.25, sky130_fd_sc_hd__a211oi_2 0.07, sky130_fd_sc_hd__o31ai_1 0.53
sky130_fd_sc_hd__o21ai_1 0.17, sky130_fd_sc_hd__xnor3_1 0.40, sky130_fd_sc_hd__o2bb2ai_1 0.11, sky130_fd_sc_hd__clkdlybuf4s50_1 0.51
[layer usage]
layer,vias to the layer above,wire [µm]
met5,-,0
met4,0,507
met3,20,1320
met2,235,9860
met1,2771,8620
li1,3174,-
[through the flow]
step / cell area [µm²] / setup WS (ns) / hold slack, ns / utilization, % / cells
after floorplan: 5060 / 9.12 / 8.77 / - / 767
after global placement: 7500 / 7.49 / 9.69 / 45.4 / 1180
after detailed placement: 7500 / 7.48 / 9.69 / 45.4 / 1180
after CTS: 7500 / 7.46 / 9.70 / 45.4 / 1180
after global routing: 7500 / 6.96 / 9.74 / 45.4 / 1180
final: 7500 / 7.44 / 9.70 / 45.4 / 1180
[area by class of cell]
type | instances | area [µm²]
Multi-Input combinational cell | 701 | 4780
Inverter | 14 | 52.6
Timing Repair Buffer | 245 | 2390
Fill cell | 1717 | 9030
Tap cell | 220 | 275
[layout by cell type (no fill, tap or decap), drive strengths merged, types with 17 or more instances in the layout]
master and n:
nor2 28, ha 33, o21ai 135, maj3 31, nand2 152, xnor2 31
mux2i 97, clkdlybuf4s50 228, xor2 24, a21o 18, buf 17, a21oi 35
[worst min-delay path by stage]
stage | start | endpoint | slack [ns]
CTS | ST_value_in[27] | ST_value_out[27] | 9.70
finish | ST_value_in[27] | ST_value_out[27] | 9.70
global route | ST_value_in[27] | ST_value_out[27] | 9.74
[logic make-up after synthesis]
family	count (synthesis)	synth area share, %
xor+xnor	56	9.96
mux	97	19.2
simple gates	235	20.7
fa+ha+maj	65	14.7
compound gates	248	29.8
buf+inv	66	5.68
[cell usage after synthesis (all sizes together) (9+ instances only)]
cell type | count | share of area [%]
inv | 14 | 1.0
nor3 | 10 | 1.2
buf | 19 | 2.2
a21oi | 35 | 3.5
xnor2 | 31 | 5.4
maj3 | 31 | 6.1
nand2 | 152 | 11
o31ai | 11 | 1.9
nor2 | 28 | 2.1
o21ai | 135 | 13
nand3 | 9 | 0.99
a21o | 18 | 2.7
ha | 33 | 8.2
clkbuf | 33 | 2.4
xor2 | 24 | 4.2
mux2i | 97 | 19
[power by group]
| group | internal, µW | total [µW] | switching [µW] |
|---|---|---|---|
| clock | 0 | 0 | 0 |
| combinational | 114 | 226 | 112 |
| sequential | 0 | 0 | 0 |
